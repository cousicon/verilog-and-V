**flow/run.sh**
```bash
#!/bin/bash
# OpenROAD 26Q1-2900-gdf79404cd8, Yosys 0.63+post, stock flow scripts
make -C /OpenROAD-flow-scripts/flow DESIGN_CONFIG=/design/flow/config.mk WORK_HOME=/design/flow/orfs finish
```
**flow/config.mk**
```make
export PLATFORM = sky130hd
export DESIGN_NAME = regfile
export DESIGN_NICKNAME = regfile
export VERILOG_FILES = /design/flow/design.v
export SDC_FILE = /design/flow/constraint.sdc
export NUM_CORES = 4
export LEC_CHECK = 1
export CORE_UTILIZATION = 40
```
**flow/constraint.sdc**
```tcl
current_design regfile

set clk_period 6.8
set clk_io_pct 0.2

create_clock -name clk0 -period $clk_period [get_ports {clk}]

set non_clock_inputs [all_inputs -no_clocks]
set_input_delay [expr $clk_period * $clk_io_pct] -clock clk0 $non_clock_inputs
set_output_delay [expr $clk_period * $clk_io_pct] -clock clk0 [all_outputs]
```
**flow/design.v**
```verilog
`timescale 1ns / 1ps
module regfile(Rdest, Rsrc, EnableWrite, A, B, write, rst, clk);
	input [3:0] Rdest, Rsrc;
	input [15:0] write;
	input EnableWrite, rst, clk;
	wire[15:0] readReg [0:15];
	wire [15:0] writeEnable;
	output wire[15:0] A, B;
	assign A = readReg[Rdest];
	assign B = readReg[Rsrc];
	assign writeEnable[15:0] = (EnableWrite << Rdest);
		register R0(.clk(clk), .write(write), .EnableWrite(writeEnable[0]), .read(readReg[0]), .rst(rst));
		register R1(.clk(clk), .write(write), .EnableWrite(writeEnable[1]), .read(readReg[1]), .rst(rst));
		register R2(.clk(clk), .write(write), .EnableWrite(writeEnable[2]), .read(readReg[2]), .rst(rst));
		register R3(.clk(clk), .write(write), .EnableWrite(writeEnable[3]), .read(readReg[3]), .rst(rst));
		register R4(.clk(clk), .write(write), .EnableWrite(writeEnable[4]), .read(readReg[4]), .rst(rst));
		register R5(.clk(clk), .write(write), .EnableWrite(writeEnable[5]), .read(readReg[5]), .rst(rst));
		register R6(.clk(clk), .write(write), .EnableWrite(writeEnable[6]), .read(readReg[6]), .rst(rst));
		register R7(.clk(clk), .write(write), .EnableWrite(writeEnable[7]), .read(readReg[7]), .rst(rst));
		register R8(.clk(clk), .write(write), .EnableWrite(writeEnable[8]), .read(readReg[8]), .rst(rst));
		register R9(.clk(clk), .write(write), .EnableWrite(writeEnable[9]), .read(readReg[9]), .rst(rst));
		register R10(.clk(clk), .write(write), .EnableWrite(writeEnable[10]), .read(readReg[10]), .rst(rst));
		register R11(.clk(clk), .write(write), .EnableWrite(writeEnable[11]), .read(readReg[11]), .rst(rst));
		register R12(.clk(clk), .write(write), .EnableWrite(writeEnable[12]), .read(readReg[12]), .rst(rst));
		register R13(.clk(clk), .write(write), .EnableWrite(writeEnable[13]), .read(readReg[13]), .rst(rst));
		register R14(.clk(clk), .write(write), .EnableWrite(writeEnable[14]), .read(readReg[14]), .rst(rst));
		register R15(.clk(clk), .write(write), .EnableWrite(writeEnable[15]), .read(readReg[15]), .rst(rst));
endmodule
`timescale 1ns / 1ps
module register(clk, write, EnableWrite, read, rst);
	input [15:0] write;
	input clk, rst, EnableWrite;
	output wire [15:0] read;
	reg [15:0] register;
	assign read = register;
	always @(posedge clk, posedge rst)
	begin
		if(rst)
			register = 0;
		else if(EnableWrite)
			register = write;
	end
endmodule
```
==> summary.txt <==
Purpose: to document the outcome of synthesis and place and route.

Status
The flow ran to the end, and the final reports show no timing, DRC or antenna violations.

Route
The diode insertion count for antenna repair is 0. The initial DRC count is 1029. The routed length per instance is 28.5 um. The total via count in the routed design is 11.1k.

The script parses the final routing iteration and logs DRC violations as 0. The routed wire length is 48600 um. The number of vias per cell after detailed routing is 6.54.

The first detailed-routing pass took 6 iterations. The number of nets with antenna violations after detailed routing is 0.

Min path
Per the hold report, the tightest min-delay path originates at R3.register[4]$_DFFE_PP0P_. The tightest min-delay check is of the flip-flop to flip-flop type.

Die
The boundary pin count is 59. The core utilization at floorplan is 0.411. The vertical die dimension reported for this design is 189 um. The core region area is 0.0339 sq mm. Row generation in the floorplan step produced 67 rows. The chip footprint is 0.0356 sq mm. The horizontal die dimension is 189 um.

Synth
The average footprint of a synthesized cell is 11.5 sq um. The gate count of the mapped netlist is 1216. The share of synthesized cell area in full adder, half adder and majority cells is 0. In the synthesis report, Yosys lists the chip area as 0.0139 sq mm. In this run, synthesis inferred 0 flip-flops with an integrated enable.

The fraction of the mapped netlist area in compound gates is 0.169. The count of instantiated cells in the yosys netlist is 1216. The count of state elements after synthesis is 256.

The predominant post-synthesis flop cell is dfrtp_1. The proportion of synthesized flip-flops having asynchronous set or reset is 1.00. Of the post-synthesis cell area, the dominant cell type holds 0.460. Among the non-sequential cells, multiplexers take the most area. The most area-hungry cell type in the Yosys netlist is dfrtp_1.

The share of cell area taken by muxes after synthesis is 0.244. The post-synthesis share of cell area spent on and, or, nand and nor gates is 0.0823. For reference, the top cells by area after synthesis are dfrtp_1, mux2_2, a221oi_1, a22oi_1, nor2_1. Synthesis instantiated 56 different standard cells from the library.

Yosys printed 2 warnings. The cell area that synthesis handed to floorplanning was 0.0139 sq mm. Of the total synthesized cell area, the portion taken by XOR and XNOR cells is 0.

The post-synthesis sequential area ratio is 0.460.

Global route
The via count of the first global-routing pass is 11.1k. The global router's overall resource usage is 0.287. Global routing finished with a remaining overflow of 0. The first global-routing pass estimated 72800 um of wire. The number of antenna violations at the first check in global routing is 0. Entering global routing, the biggest net connects 106 pins.

Setup path
The worst setup path is captured at a primary output. The cell family contributing the most delay on the critical path is buffers and inverters. The data arrival time at the worst-slack endpoint is 4530 ps. The required time at the worst endpoint is listed as 5440 ps.

The report lists the cells along the critical path as clkdlybuf4s50_1, nor2b_2, buf_4, a221oi_1, a21oi_1, o21ai_0, a31oi_1, clkdlybuf4s50_1. The startpoint identified for the worst register-to-register timing path is R4.register[14]$_DFFE_PP0P_. The startpoint of the worst setup timing path is Rsrc[3]. The worst path buffer plus inverter count is 3. Along the worst path, the maximum fanout reaches 17. The largest single stage delay on the critical path is 810 ps. The worst setup path is of the input port to primary output kind. Among all stages on the critical path, the largest delay is contributed by nor2b_2. STA classifies the critical path startpoint as an input port. The cell that appears most often on the critical path is clkdlybuf4s50_1.

STA
The shortest period the worst path allows is 5890 ps. At the pin with the least slew margin, the transition time is 1010 ps. The final hold violation count recorded for this run is 0. Post-route period utilization is reported as 0.866. The worst slack on hold paths is 515 ps. The final worst setup slack is 910 ps.

The final layout reports a setup TNS of 0 ps. Based on the critical path, the design can be clocked at up to 170 MHz. Setup repair after global routing left no endpoint under its margin. The setup clock skew after layout is 0 ps.

Per the finish-stage timing summary, setup violations number 0. In the final report, the number of pins over their slew limit comes to 0. Measured against its own limit, the worst slew margin works out to 0.330.

Placement
The final weighted congestion in routability-driven placement is 0.957. The port buffer count is 58. The post-placement cell area is 0.0148 sq mm. In this run, placement finished with an instance count of 1651. The placement-stage worst setup slack is 996 ps. The post-DP HPWL is 30200 um.

Power
The internal cell power is 3.42 mW. The reported net switching power is 1.36 mW. The maximum vdd drop is 0.211 mV.

The total design power is 4.78 mW. Power spread over the standard cell area amounts to 302 mW/mm^2. The part of the power in registers is 0.458. The switching fraction of total power is 0.285.

The leakage power is 6.39 nW. The part of the power in combinational logic is 0.195. The power share of the clock group is 0.347.

Clock network
The buffer cell driving the clock tree root is clkbuf_16. The number of buffers added by the clock tree synthesis step is 29. On the worst setup and hold paths after CTS, the clock-pin slew comes to 60 ps. TritonCTS reports the number of clock sinks as 256. For the worst-skew pair, the clock arrives at the later sink with an insertion delay of 550 ps. The number of setup buffers added after CTS is 0.

The maximum level of the CTS H-tree is 1. Buffers inserted to repair hold after CTS numbered 0. The total of cells resized after clock tree synthesis is 0. The maximum buffer depth of the clock tree is 3. The CTS tree is done.

Finish
The final cell utilization of the core is 0.467. Excluding fillers, the count of instances in the completed layout stands at 1704. Between the synthesized netlist and the finished layout, the area growth was recorded as 13.6%. The layout summary lists the proportion of cells stronger than drive strength 1 as 0.307.

The finished cells cover 0.0158 sq mm.

Job
Across all stage logs, warnings added up to 27. Max-cap violations in this run came to 0.
synth_stat cells, types with 3 or more instances:
master / instances
a21oi_1: 36
buf_6: 6
o32ai_1: 4
nor2b_1: 15
a31oi_1: 10
and3_1: 9
a22o_1: 6
mux2_1: 22
nand3_1: 30
o22ai_1: 8
o221ai_1: 14
a221oi_1: 69
clkbuf_1: 46
o21ai_0: 38
mux2_2: 259
a22oi_1: 74
and2_1: 5
a22oi_2: 6
a2111o_1: 4
inv_1: 8
a31o_1: 6
mux2i_1: 23
nand2b_1: 16
nor2_4: 9
buf_1: 3
o32a_1: 13
nor3_1: 19
nor2_2: 3
nand2_1: 31
buf_2: 43
a222oi_1: 4
dfrtp_1: 256
nand2_2: 4
nor2_1: 68
buf_4: 17
o211ai_1: 4
power by group through the flow:
stage | Sequential [mW] | Clock [mW] | Combinational (mW)
after CTS | 2.18 | 1.68 | 0.927
final | 2.19 | 1.66 | 0.932
after global routing | 2.23 | 1.73 | 1.01
cell usage in the layout (no fill, tap or decap), drive strengths merged, types with 5 or more instances in the layout:
| master | n |
|---|---|
| a21oi | 36 |
| dfrtp | 256 |
| nand2b | 16 |
| nor2b | 17 |
| mux2 | 281 |
| a31oi | 10 |
| o22ai | 8 |
| clkdlybuf4s50 | 54 |
| clkbuf | 41 |
| a221oi | 69 |
| nand2 | 35 |
| nand3 | 31 |
| clkinv | 5 |
| inv | 9 |
| a31o | 6 |
| mux2i | 23 |
| nor2 | 80 |
| a22oi | 80 |
| o221ai | 14 |
| bufinv | 5 |
| nor3 | 19 |
| and2 | 7 |
| o21ai | 39 |
| a22o | 6 |
| and3 | 9 |
| o32a | 13 |
| buf | 48 |
cells by family (layout without fill, tap and decap cells):
| group | count (synthesis) | in the layout |
|---|---|---|
| AND-OR/OR-AND | 311 | 311 |
| buffers and inverters | 123 | 163 |
| flip-flops | 256 | 256 |
| multiplexers | 304 | 304 |
| AND/OR/NAND/NOR | 222 | 222 |
path summary, 6_finish.rpt:
check | endpoint | depth (start not counted) | slack, ps
worst max-delay path | B[0] | 8 | 910
worst min-delay path | R3.register[4]$_DFFE_PP0P_ | 1 | 520
worst max register to register | R4.register[14]$_DFFE_PP0P_ | 1 | 5970
worst min register to register | R3.register[4]$_DFFE_PP0P_ | 1 | 520
max in group asynchronous | R9.register[10]$_DFFE_PP0P_ | 4 | 4010
min in group asynchronous | R9.register[2]$_DFFE_PP0P_ | 2 | 1160
final cells by class:
class,instances,area (sq um)
Fill cell,3069,18000
Multi-Input combinational cell,837,6910
Sequential cell,256,6410
Timing Repair Buffer,102,903
Clock buffer,41,811
Tap cell,448,561
Clock inverter,12,193
Inverter,8,33.8
metal layers:
| metal | share of wire | routed length, um | global-route usage | up-vias |
|---|---|---|---|---|
| li1 | - | - | - | 4715 |
| met1 | 0.42 | 20600 | 0.431 | 5645 |
| met2 | 0.43 | 20900 | 0.405 | 643 |
| met3 | 0.10 | 5040 | 0.0922 | 140 |
| met4 | 0.042 | 2040 | 0.0937 | 0 |
| met5 | 0 | 0 | 0.00549 | - |
Power and IR drop assume default switching activity.
