--- design/flow/design.v ---
`timescale 1ns / 1ps
module testboard_fibonacci(next_instr, Flags, lcd1, lcd2, lcd3, lcd4, lcd6);
	input next_instr;
	output [6:0] lcd1, lcd2, lcd3, lcd4, lcd6;
	output wire [4:0] Flags;
	wire [15:0] C;
	reg[15:0] i;
	reg reset = 1;
	reg[15:0] counter = -2;  
	reg clock = 0;
	FSM uut
	(
		.rst(reset), 
		.clk(next_instr), 
		.FullOp(i), 
		.Flags(Flags), 
		.aluOutput(C),
		.imm(counter)
	);
	hexTo7Seg seg1(C[3:0], lcd1);
	hexTo7Seg seg2(C[7:4], lcd2);
	hexTo7Seg seg3(C[11:8], lcd3);
	hexTo7Seg seg4(C[15:12], lcd4);
	hexTo7Seg seg6(counter, lcd6);
	always@(posedge next_instr)
		begin
			counter = counter + 1;  
				case(counter)
				0:	begin
						i = 16'b0101000100000000;  
					end
				1:	begin
						i = 16'b0101000100000000;  
					end
				2:	begin
						i = 16'b0101000100000000;  
					end
				3:	begin
						i = 16'b0101000100000000;  
					end
				4:	begin
						i = 16'b0101000100000000;  
					end
				5:	begin
						i = 16'b0101000100000000;  
					end
				6:	begin
						i = 16'b0101000100000000;  
					end
				7:	begin
						i = 16'b0101000100000000;  
					end
				8:	begin
						i = 16'b0101000100000000;  
					end
				9:	begin
						i = 16'b0101000100000000;  
						end
				10:begin
						i = 16'b0101000100000000;  
					end
				default:begin
						i = 16'b0000000000000000; 
						#1
						reset = 0;
					end
			endcase
		end
endmodule
module hexTo7Seg(
		input [3:0]x, 
		output reg [6:0]z
		);
		always @*
			case(x)
				4'b0000 :			 
					z = ~7'b0111111;
  				4'b0001 :			 
					z = ~7'b0000110;
   			4'b0010 :			 
					z = ~7'b1011011;
   			4'b0011 : 			 
					z = ~7'b1001111;
   			4'b0100 : 			 
					z = ~7'b1100110;
   			4'b0101 : 			 
					z = ~7'b1101101;
   			4'b0110 : 			 
					z = ~7'b1111101;
   			4'b0111 :			 
					z = ~7'b0000111;
   			4'b1000 : 			 
					z = ~7'b1111111;
			   4'b1001 : 			 
					z = ~7'b1100111;
				4'b1010 : 			 
					z = ~7'b1110111;
				4'b1011 : 			 
					z = ~7'b1111100;
				4'b1100 : 			 
					z = ~7'b1011000;
				4'b1101 : 			 
					z = ~7'b1011110;
				4'b1110 : 			 
					z = ~7'b1111001;
				4'b1111 : 			 
					z = ~7'b1110001; 
   			default :
					z = ~7'b0000000;
			endcase
endmodule 
--- design/flow/constraint.sdc ---
current_design hexTo7Seg

set clk_period 2.1
set clk_io_pct 0.2

create_clock -name clk0 -period $clk_period

set non_clock_inputs [all_inputs -no_clocks]
set_input_delay [expr $clk_period * $clk_io_pct] -clock clk0 $non_clock_inputs
set_output_delay [expr $clk_period * $clk_io_pct] -clock clk0 [all_outputs]
--- design/flow/run.sh ---
#!/bin/bash
# OpenROAD 26Q1-2900-gdf79404cd8, Yosys 0.63+post, stock flow scripts
make -C /OpenROAD-flow-scripts/flow DESIGN_CONFIG=/design/flow/config.mk WORK_HOME=/design/flow/orfs finish
--- design/flow/config.mk ---
export PLATFORM = sky130hd
export DESIGN_NAME = hexTo7Seg
export DESIGN_NICKNAME = hexTo7Seg
export VERILOG_FILES = /design/flow/design.v
export SDC_FILE = /design/flow/constraint.sdc
export NUM_CORES = 4
export LEC_CHECK = 1
export CORE_AREA = 10 10 70 70
export DIE_AREA = 0 0 80 80
==> results.cfg <==
; synthesis and place-and-route metrics
[power_and_ir_drop]
swShare_pct = 41.1
seqPwrFrac_pct = 0
max-vdd-ir-drop_mv = 0.0224
intPower_mw = 0.0484
power.density_nw_per_um2 = 170
power.total_mw = 0.0822
power_frac_clock_pct = 0
pwr-share-comb_pct = 100.0
p_leak_nw = 0.222
switchingPower_mw = 0.0338

[yosys]
synth.avg_cell_area_um2 = 7.43
netlist_instances = 31
ys_cells = 31
yosys_warnings = 1
synth_area_leader_cell = ha_1
netlist-cell-type-count = 14
ys_seq_share_pct = 0
netlist_area_um2 = 230
topCellsByArea = ha_1 27%, mux2i_1 13%, mux4_2 9.8%
synth_top_area_share_pct = 27.2
ys_chip_area_um2 = 230

[routing]
num_vias = 286
antennaDiodeCount = 0
drtIter0Drc = 11
routed_wl_um = 818
routedWlPerCell_um = 8.35
via_per_inst = 2.92
first_pass_iters = 2
drc = 0
ant_nets = 0

[sta]
hold_viol = 0
worst_pin_slew_ns = 0.236
min_period_ns = 2.03
period_used_pct = 96.6
relSlewSlack_pct = 84.3
finalSetupViolCount = 0
fmax_mhz = 493
slew_violations = 0
rsz0062_at_grt = false

[setup_path]
worst-path-stages = 7
crit_buf_inv = 4
crit_fanout = 4
cp_data_required_time_ns = 1.68
max_stage_delay_ns = 0.40
worstSetupStartpoint = x[1]
crit_arrival_ns = 1.61
cp-endpoint = z[6]
cp_top_family = buffers and inverters
startpoint_type = input port
crit_path_cell_trace = clkdlybuf4s15_2, buf_6, ha_4, buf_4, a21oi_2, nor2_1, clkdlybuf4s50_1
cp_slowest_cell = clkdlybuf4s50_1
end_kind = primary output
criticalPathCategory = in -> out

[floorplan]
core.rowCount = 21
ios = 11
dieArea_um2 = 6400
fp_util_pct = 6.74
core_um2 = 3420
die_h_um = 80
die_width_um = 80

[global_route]
grt-ovfl-total = 0
grt_pass1_vias = 299
antenna_found_initial = 0
grt_max_degree = 9
track_usage_pct = 2.43
grt_pass1_wl_um = 1310

[placement]
io_buffers = 11
dpl_cell_area_um2 = 464
gp_congestion = 0.796
place_hpwl_um = 700

[run_status]
status = finished clean

[finish]
flop_area_um2 = 0
fill_cells = 391
fin_util_pct = 14.2
flops = 0
clock_buffers = 0
drive_above_1_share_pct = 44.2
syn_to_final_growth_pct = 110
stdcell_area_um2 = 484

[flow_run]
cap_viol_max_count = 0
tool_warnings = 36

[worst_hold_path]
hold_class = in -> out

[clock_tree]
postCtsHoldBufs = 0
-- synthesized netlist by cell type --
cell,n
buf_2,1
nor2_1,5
buf_6,1
mux4_2,1
ha_1,5
nand2_1,3
nand2b_2,1
a21oi_1,2
o211ai_1,1
o21ai_0,3
mux2i_1,3
o22ai_1,1
inv_1,3
a32o_1,1
-- metal layers --
metal	vias to the layer above	track usage, %	wire, um
li1	150	-	-
met1	135	2.38	295
met2	1	5.54	522
met3	0	0	0
met4	0	0	0
met5	-	0	0
-- what timing repair did --
item	CTS	global route
buffers inserted	1	0
endpoints found under the hold margin	0	0
gates cloned	0	0
resized	26	3
setup endpoints to repair	7	1
pin swaps	1	1
-- power groups by stage --
| stage | Clock [mW] | Sequential [mW] | Combinational [mW] |
|---|---|---|---|
| 4_1_cts | 0 | 0 | 0.0824 |
| 5_1_grt | 0 | 0 | 0.0910 |
| 6_report | 0 | 0 | 0.0822 |
-- cell type report --
cell class	count	area, um2	area share [%]
multi-input cells	26	231	47.8
well taps	46	57.6	11.9
inverters	3	11.3	2.33
repair buffers	23	184	38.0
-- how the worst min path moves through the flow --
stage     slack [ns]  cells past startpoint  endpoint  startpoint
4_1_cts         1.35                      3      z[1]        x[0]
5_1_grt         1.34                      3      z[0]        x[2]
6_report        1.31                      3      z[0]        x[2]
-- layout by cell type (no fill, tap or decap), types with 2 or more instances in the layout --
cell / synthesis / final
nor2_1: 5 / 5
ha_4: 0 / 2
ha_1: 5 / 3
o21ai_1: 0 / 2
dlygate4sd2_1: 0 / 5
nand2_1: 3 / 3
mux2i_1: 3 / 3
buf_2: 1 / 2
buf_4: 0 / 11
inv_2: 0 / 2
-- metrics by stage --
step           hold WS (ns)  TNS (ns)  cells  worst slack, ns
3_5_place_dp           1.99     -2.94     97           -0.513
4_1_cts                1.35         0     98           0.0117
2_1_floorplan         0.940         0     31            0.580
5_1_grt                1.34         0     98           0.0101
6_report               1.31         0     98           0.0705
3_3_place_gp           1.99     -2.81     97           -0.506
-- kinds of logic after synthesis --
kind of cell | synth area share, %
multiplexers | 22.8
AND/OR/NAND/NOR | 16.8
AND-OR/OR-AND | 21.2
buffers and inverters | 12.0
adder cells (fa/ha/maj) | 27.2
Power figures rest on the tool's default switching activity, not on a simulated workload.
