===== flow/run.sh =====
#!/bin/bash
# OpenROAD 26Q1-2900-gdf79404cd8, Yosys 0.63+post, stock flow scripts
make -C /OpenROAD-flow-scripts/flow DESIGN_CONFIG=/design/flow/config.mk WORK_HOME=/design/flow/orfs finish

===== flow/config.mk =====
export PLATFORM = sky130hd
export DESIGN_NAME = mux
export DESIGN_NICKNAME = mux
export VERILOG_FILES = /design/flow/design.v
export SDC_FILE = /design/flow/constraint.sdc
export NUM_CORES = 4
export LEC_CHECK = 1
export CORE_AREA = 10 10 70 70
export DIE_AREA = 0 0 80 80

===== flow/constraint.sdc =====
current_design mux

set clk_period 1.0
set clk_io_pct 0.2

create_clock -name clk0 -period $clk_period

set non_clock_inputs [all_inputs -no_clocks]
set_input_delay [expr $clk_period * $clk_io_pct] -clock clk0 $non_clock_inputs
set_output_delay [expr $clk_period * $clk_io_pct] -clock clk0 [all_outputs]

===== flow/design.v =====
`timescale 1ns / 1ps
module mux(imm, Rin, ctrl, enable, out);
	input [15:0] imm, Rin;
	input ctrl, enable;
	output reg [15:0] out;
	always@(imm, Rin, ctrl, enable)
	begin
		if(ctrl)
			out <= Rin;
		else
			out <= imm;
	end
endmodule

==> metrics.csv <==
metric,value,unit
Hold Path Sink,out[5],
vias per cell,3.204,
failing checks,setup timing,
grt ovf,0,
RSZ-0062 raised after global routing,yes,
LEAKAGE,0.4132,nW
Sequential cell area,0,um^2
cell count after synthesis,18,
I/O Buffers,49,
HP Class,in2out,
actual slew at the worst max-slew pin,72.11,ps
hold_sp,imm[5],
chip area,6400,um^2
fa+ha+maj area frac,0,
Flops,0,
Synth mux share,0.8744,
# DRC,0,
Row Count,21,
io pins,50,
status,finished with violations,
Final Worst Setup Slack,-54.45,ps
Iteration-0 DRC Markers,0,
RD Place Congestion,0.8375,
total number of vias,362,
cell type with the largest total area,mux2_4,
WL/cell,12.45,um
Clock Buffer Count,0,
tool warnings,35,
yosys synthesis chip area,249.0,um^2
final setup TNS,-785.1,ps
dpl ws,-841.1,ps
critical path arrival,850,ps
post-layout period usage,1.054,
yosys simple share,0,
critical path class,in2out,
Largest logic family,multiplexers,
top cells by area,"mux2_4 (60%), mux2_2 (27%), buf_12 (8.0%), buf_6 (4.5%)",
Cells after DPL,112,
Die H,80,um
crit-path max FO,8,
PwrDens,372.0,nW/um^2
DR pass1 iterations,1,
GRT Total Usage,0.03994,
DP Area,785.8,um^2
Fin. Hold Viols,0,
Worst Hold Depth,3,
Layout area overhead,214.1,%
Critical Path Start Type,primary input,
xor/xnor share,0,
"Seq/Total Area, Yosys",0,
synthesized area per cell,13.83,um^2
Post-synth top cells,"mux2_4 (10), mux2_2 (6), buf_12 (1), buf_6 (1)",
synthesized area,249.0,um^2
f_max,948.4,MHz
Peak VDD IR,0.0001038,V
Pwr Total,0.2909,mW
layout cell share with drive strength beyond 1,0.5224,
filler instances,388,
CP Capture Type,output pin,
Post-CTS Setup Bufs,0,
Post-Route WL,1407,um
"Compound Share, Synth",0,
"non-filler cells, final",113,
Cell Type Count,4,
vias in the first global route,422,
relative slew slack,0.9519,
Yosys Warn Count,1,
crit path DRT,800,ps
Final setup viols,16,
Final Cell Area,782.0,um^2
Final ANT Viol Nets,0,
fin. max-slew vios,0,
CORE AREA,3416,um^2
Max Cap Viol,0,
Die Width,80,um
Synth top area share,0.6030,
floorplan core density,0.07289,
Antenna Cells,0,
pin count of the biggest net entering global routing,9,
"count leader, synth",mux2_4,
Period minus WS final,1054,ps
cells in synth_stat.txt,18,
detailed placement HPWL,1175,um
first-pass GRT wire length,2083,um
initial antenna violation count,0,
## placed cells by master (no fill, tap or decap)
cell type	instances
buf_6	9
buf_2	7
buf_16	1
mux2_4	16
dlygate4sd2_1	32
buf_12	2
## area by class of cell
class / instances / area [um^2] / share of cell area
well taps: 46 / 57.56 / 0.07360
multi-input cells: 16 / 240.2 / 0.3072
repair buffers: 51 / 484.2 / 0.6192
## what timing repair did
item | 4_1_cts | 5_1_grt
pin swaps | 0 | 0
gates resized | 101 | 4
endpoints found under the setup margin | 16 | 16
cloned | 1 | 0
hold buffers | 0 | 0
## metal layers
layer	track usage	up-vias	wire [um]
li1	-	166	-
met4	0	0	0
met2	0.04414	49	332
met3	0.02727	0	279
met5	0	-	0
met1	0.06196	147	795
## worst max-delay path by stage
stage,startpoint,to,cells after the start
final,ctrl,out[11],4
after global routing,ctrl,out[6],4
after CTS,ctrl,out[14],4
## power breakdown
group	switching, mW	leakage [nW]	internal (mW)
registers	0	0	0
logic	0.0644	0.413	0.226
clock network	0	0	0
total	0.0644	0.413	0.226
## metrics by stage
step / utilization / hold slack (ps)
2_1_floorplan: - / 497.7
3_3_place_gp: 0.2300 / 1437
3_5_place_dp: 0.2300 / 1436
4_1_cts: 0.2216 / 799.0
5_1_grt: 0.2289 / 809.3
6_report: 0.2289 / 793.4
## kinds of logic after synthesis
group,count (synthesis)
buf+inv,2
mux,16
## worst max-delay path: stages
cell    delay, ps
buf_12        110
buf_12        140
mux2_4        300
buf_6         110
Power is estimated from default activity; no workload was simulated.
